===== design/flow/run.sh =====
#!/bin/bash
# OpenROAD 26Q1-2900-gdf79404cd8, Yosys 0.63+post, stock flow scripts
make -C /OpenROAD-flow-scripts/flow DESIGN_CONFIG=/design/flow/config.mk WORK_HOME=/design/flow/orfs finish

===== design/flow/config.mk =====
export PLATFORM = sky130hd
export DESIGN_NAME = prj_1
export DESIGN_NICKNAME = prj_1
export VERILOG_FILES = /design/flow/design.v
export SDC_FILE = /design/flow/constraint.sdc
export NUM_CORES = 4
export LEC_CHECK = 1
export CORE_AREA = 10 10 111 111
export DIE_AREA = 0 0 121 121

===== design/flow/constraint.sdc =====
current_design prj_1

set clk_period 4.3
set clk_io_pct 0.2

create_clock -name clk0 -period $clk_period [get_ports {clk}]

set non_clock_inputs [all_inputs -no_clocks]
set_input_delay [expr $clk_period * $clk_io_pct] -clock clk0 $non_clock_inputs
set_output_delay [expr $clk_period * $clk_io_pct] -clock clk0 [all_outputs]

===== design/flow/design.v =====
`timescale 1ns / 1ps
module prj_1(
    input clk,
    output [3:0] dig,
    output [7:0] number
    );
    reg clkout;
    integer cnt;
    reg [2:0] scan_cnt;
    parameter period=50; 
    reg [6:0] num;
    reg [3:0] d;
    assign number={num[6:0],1'b0}; 
    assign dig=~d; 
    always @(posedge clk)begin 
        cnt<=cnt+1;
        if(cnt==(period>>1)-1) clkout<=#1 1'b1;
        else if(cnt==period-1)begin
                clkout<=#1 1'b0;
                cnt<=#1 1'b0;
            end
    end
    always @(posedge clkout)begin
        scan_cnt<=scan_cnt+1;
        if(scan_cnt==2'd2) scan_cnt<=0;
    end
    always @(scan_cnt)begin 
        case(scan_cnt)
            0:d<=3'b001;
            1:d<=3'b010;
            2:d<=3'b100;
            default:d<=3'b000;
        endcase
    end
    always @(scan_cnt)begin 
        case(scan_cnt)
            0:num=7'b0110000; 
            1:num=7'b1111110; 
            2:num=7'b1011111; 
            default:num=7'b0000000;
        endcase
    end
endmodule

==> results_slide.txt <==
Physical Implementation Snapshot

Final timing
  – Max-Slew Margin vs Limit: between 50% and 60%
  – Fmax: ~550 MHz
  – RSZ-0062 raised after global routing: no
  – Setup TNS: 0 ns
  – Endpoints left unconstrained: 13
  – Final period util: 42.55%
  – Worst-margin pin slew: between 0.6 and 0.7 ns
  – Final setup vio count: 0
  – Final slew viol count: 0
  – Setup Skew: about 0.0033 ns
  – Min Tclk post-route: around 1.8 ns
  – Register pins left without a clock: 3
  – Hold Fails Final Rpt: 0

Critical path
  – Crit end category: register
  – Kind of critical path: register to register
  – Largest stage delay on the critical path: approximately 0.63 ns
  – Worst reg2reg setup slack: approximately 2.5 ns
  – CP required: 4.44 ns
  – Crit Reg-Reg Endpoint: clkout$_SDFFE_PP1N_
  – Worst reg2reg path depth: 4
  – CP Max Fanout: 7
  – Family with the most delay on the worst path: simple AND/OR/NAND/NOR gates
  – Startpoint types: register
  – RR Startpoint: cnt[4]$_DFF_P_
  – Worst EP arrival: just under 2 ns
  – Buf+Inv Stages, Crit Path: 0
  – Crit-path slowest cell: nor4_2
  – CP Cell Sequence: nor4b_1 > nand4_1 > nor4_2 > o21ai_0

Global routing
  – Overflow after GRT: 0
  – First-pass GRT wire length: about 4.9 mm
  – Largest net degree at the start of global routing: 10
  – GRT Util Overall: around 3.8%
  – Initial antenna violation count: 0
  – Vias in the first global route: 1,115

Finish
  – Area delta synth->final: 18.27%
  – Sequential standard cell area: between 700 and 800 sq um
  – Fillers: roughly 1,100
  – Fin util: ~20%
  – Logic area: ~900 sq um
  – Layout cells sized above 1: 10.11%

Die
  – Die area: 14,640 sq um
  – Num ports: 13
  – Die Height: 121 microns
  – Rows: 36
  – Floorplan Utilization: between 10% and 20%
  – Core area: 9864 sq um
  – Die span in x: 121 microns

Detailed routing
  – WL per Instance: between 8 and 9 microns
  – Post-route DRC: 0
  – Antenna Nets Post-Route: 0
  – Detailed Route Iter0 Violations: 15
  – Length of routed met2 wiring: around 1.1 mm
  – Via count: around 1,200
  – Final wirelength: approximately 2.8 mm
  – Via/cell ratio: around 3.7
  – Antenna Cells: 0
  – Top Metal Used: met4
  – First drt pass iteration count: 4
  – Met1 WL: ~1.4 mm
  – Met3 wire length: 172 microns

Synth
  – Cell taking the most area after synthesis: dfxtp_1
  – Synth warnings: 1
  – Unique cell type count in the Yosys netlist: 29
  – Post-synth EDFFs: 0
  – Area leader share: around 43%
  – Syn avg cell area: 9.666 sq um
  – Async SR Flop Fraction: 0%
  – Seq/Total Area, Yosys: between 40% and 50%
  – Post-Syn Area: 1692 sq um
  – Post-Synthesis Cells: 175
  – YS chip area: 1692 sq um
  – Yosys cell count: 175
  – Synth top area cells: dfxtp_1 (43%), xnor2_1 (8.8%), xor2_1 (6.7%)
  – Most frequent cell after synthesis: dfxtp_1
  – Synth cell count leaders: dfxtp_1 (36), xnor2_1 (17), nand2_1 (16), xor2_1 (13), nand3_1 (11)
  – Ys flops: 36
  – Dominant flop cell: dfxtp_1

Run
  – Total tool warning count: 30
  – Max_cap viols: 0

Pwr
  – Leakage dissipation: about 0.7 nW
  – Max VDD drop: approximately 82 uV
  – Power per cell area: roughly 260 nW/um^2

Clock network
  – Clk buf depth: 2
  – H-tree Lvls: 2
  – Post-CTS Setup Bufs: 0
  – CTS tree: done
  – PostCTS Resize Cnt: 0
  – Clk latency late pin: between 0.2 and 0.3 ns
  – Clock-pin transition on the worst setup and hold timing paths: roughly 0.060 ns
  – Inserted Clock Buffers: 5
  – Hold buffers post-CTS: 0
  – Clock root buffer: clkbuf_8

Hold path
  – Hold EP: cnt[31]$_DFF_P_
  – Hold depth: 1
  – Hold WC Path Type: register to register
  – Min-delay src: cnt[31]$_DFF_P_

Run status
  – Status: finished, final reports clean

Placement
  – Final HPWL DP: a little over 2 mm
  – Gpl congestion: 0.8185
  – Port bufs: 10
[final cells by class]
type                    instances  share of cell area (%)
clock buffers                   8                   4.002
inverters                       9                   1.689
multi-input cells             125                   44.97
flip-flops and latches         36                   36.02
well taps                     133                   8.318
repair buffers                 10                   5.003
[worst register-to-register path: stages, from the launching register on]
cell     delay, ns
dfxtp_1       0.47
nor4b_1       0.29
nand4_1       0.16
nor4_2        0.63
o21ai_0       0.14
[power breakdown]
part	switching (mW)	internal, mW	total [mW]
combinational	0.0000777	0	0.0000781
sequential	0	0.306	0.306
clock	0.101	0.115	0.215
[stage by stage]
step           power, mW  setup WS, ns  std cells  hold WS, ns  instance area, sq um
2_1_floorplan     0.3138         2.631        175       0.4352                  1692
3_5_place_dp      0.3126         2.493        313       0.4538                  1921
6_report          0.5211         2.470        321       0.4625                  2001
5_1_grt           0.5456         2.291        321       0.4881                  2001
4_1_cts           0.5304         2.453        321       0.4669                  2001
3_3_place_gp      0.3127         2.487        313       0.4503                  1921
[placed cells by master, fill, tap and decap left out, types with 7 or more instances in the layout]
| master | netlist | routed |
|---|---|---|
| xor2_1 | 13 | 13 |
| nor2_1 | 10 | 10 |
| nand2_1 | 16 | 16 |
| inv_1 | 9 | 9 |
| ha_1 | 7 | 7 |
| dfxtp_1 | 36 | 36 |
| xnor2_1 | 17 | 17 |
| clkdlybuf4s50_1 | 0 | 10 |
| nand4_1 | 9 | 9 |
| nand3_1 | 11 | 11 |
| nor4_1 | 7 | 7 |
[logic make-up (layout without fill, tap and decap cells)]
logic type | count (synthesis) | after routing | share of synthesized area, %
other | 2 | 2 | 0.4440
buffers and inverters | 14 | 27 | 4.216
AND-OR/OR-AND | 2 | 2 | 0.5917
XOR/XNOR | 30 | 30 | 15.53
AND/OR/NAND/NOR | 84 | 84 | 31.43
adder cells (fa/ha/maj) | 7 | 7 | 5.177
flip-flops | 36 | 36 | 42.60
[sequential cells by signal, summed over array words and instances, names as in the netlist]
| name | cells |
|---|---|
| clkout | 1 |
| cnt | 32 |
| scan_cnt | 3 |
[layer usage]
metal | vias to the layer above | GRT usage, %
li1 | 625 | -
met1 | 526 | 5.398
met2 | 18 | 5.714
met3 | 5 | 0.9447
met4 | 0 | 0.6787
met5 | - | 0
[how the worst max path moves through the flow]
stage / startpoint / end / slack (ns) / depth (start not counted)
after CTS: cnt[0]$_DFF_P_ / cnt[22]$_DFF_P_ / 2.45 / 5
after global routing: cnt[0]$_DFF_P_ / cnt[18]$_DFF_P_ / 2.29 / 5
final: cnt[4]$_DFF_P_ / clkout$_SDFFE_PP1N_ / 2.47 / 4
Power figures rest on the tool's default switching activity, not on a simulated workload.
