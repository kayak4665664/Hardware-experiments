<file path="./config.mk">
export PLATFORM = sky130hd
export DESIGN_NAME = prj_2
export DESIGN_NICKNAME = prj_2
export VERILOG_FILES = /design/flow/design.v
export SDC_FILE = /design/flow/constraint.sdc
export NUM_CORES = 4
export LEC_CHECK = 1
export CORE_UTILIZATION = 40
</file>
<file path="./constraint.sdc">
current_design prj_2

set clk_period 4.3
set clk_io_pct 0.2

create_clock -name clk0 -period $clk_period [get_ports {clk}]

set non_clock_inputs [all_inputs -no_clocks]
set_input_delay [expr $clk_period * $clk_io_pct] -clock clk0 $non_clock_inputs
set_output_delay [expr $clk_period * $clk_io_pct] -clock clk0 [all_outputs]
</file>
<file path="./design.v">
`timescale 1ns / 1ps
module prj_2(
    input clk,
    output [15:0] sel,
    output [15:0] char
    );
    reg clkout;
    integer cnt;
    integer cnt1;
    reg flag;
    reg [1:0] flag_cnt;
    reg [15:0] scan_cnt;
    parameter period=50; 
    parameter sec=15000; 
	reg [15:0] ch;
    reg [15:0] s;
    assign char=ch[15:0]; 
    assign sel=s; 
    always @(posedge clk)begin 
        cnt<=cnt+1;
        if(cnt==(period>>1)-1) clkout<=#1 1'b1;
        else if(cnt==period-1)begin
                clkout<=#1 1'b0;
                cnt<=#1 1'b0;
            end
    end
    always @(posedge clk)begin 
        cnt1<=cnt1+1;
        if(cnt1==(sec>>1)-1) flag<=#1 1'b1;
        else if(cnt1==sec-1)begin
                flag<=#1 1'b0;
                cnt1<=#1 1'b0;
            end
    end
    always @(posedge clkout)begin 
        scan_cnt<=scan_cnt+1;
        if(scan_cnt=='d15) scan_cnt<=0;
    end
    always @(posedge flag)begin 
        flag_cnt<=flag_cnt+1;
        if(flag_cnt=='d3) flag_cnt<=0;
    end
    always @(scan_cnt)begin
        case(scan_cnt) 
            0:s<=16'b1111111111111110;
            1:s<=16'b1111111111111101;
            2:s<=16'b1111111111111011;
            3:s<=16'b1111111111110111;
            4:s<=16'b1111111111101111;
            5:s<=16'b1111111111011111;
            6:s<=16'b1111111110111111;
            7:s<=16'b1111111101111111;
            8:s<=16'b1111111011111111;
            9:s<=16'b1111110111111111;
            10:s<=16'b1111101111111111;
            11:s<=16'b1111011111111111;
            12:s<=16'b1110111111111111;
            13:s<=16'b1101111111111111;
            14:s<=16'b1011111111111111;
            15:s<=16'b0111111111111111;
            default:s<=16'b1111111111111111;
        endcase
    end
    always @(scan_cnt)begin
        if(!flag_cnt)
            case(scan_cnt) 
                0:ch=16'b0000000000000000;
                1:ch=16'b0000000000000000;
                2:ch=16'b0000000000000000;
                3:ch=16'b0000000000000000;
                4:ch=16'b0000000000000000;
                5:ch=16'b0000000000000000;
                6:ch=16'b0000000000000000;
                7:ch=16'b0000000000000000;
                8:ch=16'b0000000000000000;
                9:ch=16'b0000000000000000;
                10:ch=16'b0000000000000000;
                11:ch=16'b0000000000000000;
                12:ch=16'b0000000000000000;
                13:ch=16'b0000000000000000;
                14:ch=16'b0000000000000000;
                15:ch=16'b0000000000000000;
                default:ch=16'b0000000000000000;
            endcase
        else if(flag_cnt==1||flag_cnt==3)
            case(scan_cnt) 
                0:ch=16'b0000000000000000;
                1:ch=16'b0000000000000000;
                2:ch=16'b0000000000000000;
                3:ch=16'b0000000000000000;
                4:ch=16'b0000000000000000;
                5:ch=16'b0000000000000000;
                6:ch=16'b0000000000000000;
                7:ch=16'b0000000000000000;
                8:ch=16'b0000000000000000;
                9:ch=16'b0000000000000000;
                10:ch=16'b0000000000000000;
                11:ch=16'b0000000000000000;
                12:ch=16'b0000000000000000;
                13:ch=16'b0000000000000000;
                14:ch=16'b0000000000000000;
                15:ch=16'b0000000000000000;
                default:ch=16'b0000000000000000;
            endcase
        else
            case(scan_cnt) 
                0:ch=16'b0000000000000000;
                1:ch=16'b0000000000000000;
                2:ch=16'b0000000000000000;
                3:ch=16'b0000000000000000;
                4:ch=16'b0000000000000000;
                5:ch=16'b0000000000000000;
                6:ch=16'b0000000000000000;
                7:ch=16'b0000000000000000;
                8:ch=16'b0000000000000000;
                9:ch=16'b0000000000000000;
                10:ch=16'b0000000000000000;
                11:ch=16'b0000000000000000;
                12:ch=16'b0000000000000000;
                13:ch=16'b0000000000000000;
                14:ch=16'b0000000000000000;
                15:ch=16'b0000000000000000;
                default:ch=16'b0000000000000000;
            endcase
    end
endmodule
</file>
<file path="./run.sh">
#!/bin/bash
# OpenROAD 26Q1-2900-gdf79404cd8, Yosys 0.63+post, stock flow scripts
make -C /OpenROAD-flow-scripts/flow DESIGN_CONFIG=/design/flow/config.mk WORK_HOME=/design/flow/orfs finish
</file>
==> job_summary.md <==
### Metrics collected by this job

| Metric | Value |
|---|---|
| Critical path startpoint | cnt[8] |
| Drt drc | 0 |
| Antenna-violating nets left | 0 |
| Die Wd | 85.7 um |
| Worst Path Required | 4440 ps |
| Status | finished clean |
| # hold bufs at CTS | 0 |
| Global placement routability congestion | 0.789 |
| Routed wire length | around 4.4 mm |
| Starting DRC count in detailed routing | 38 |
| Tool warning count | 31 |
| Ant. Diodes | 0 |
| Detail Placement HPWL | 3.17 mm |
| Post-CTS setup buffers | 0 |
| Type of the tightest min-delay check | reg2reg |
| Pwr Total | roughly 530 uW |
| Max VDD drop | 223 uV |
| YS chip area | 2800 um2 |
| CP Max Fanout | 6 |
| Count of unclocked register or latch pins | 32 |
| H-tree depth | 2 |
| # IOs | 33 |
| Syn avg cell area | 9.75 um2 |
| Unrepaired setup endpoints after global routing | false |
| Cells in synth_stat.txt | 287 |
| Setup TNS | 0 ps |
| Total core area | 6790 um2 |
| Synth top area cells | dfxtp_1 46%, xor2_1 7.5%, xnor2_1 5.9% |
| Worst Setup End Kind | flop |
| Pre-Place Util | 0.412 |
| Endpoints left unconstrained | 48 |
| Final worst-path cycle share | 0.408 |
| Worst slew margin | 0.465 |
| Chip height | 85.7 um |
| Synthesis Warnings | 1 |
| Latency at later pin | between 200 and 300 ps |
| Drt pass-1 iters | 4 |
| RR Startpoint | cnt[8] |
| Post-CTS sizing | 0 |
| Main flop type | dfxtp_1 |
| Top cell type's share of synthesized area | 0.465 |
| Area Growth Syn to Fin | 10.0% |
| Synth Cell Area | 2800 um2 |
| Largest net degree at the start of global routing | 34 |
| Crit path launch type | flop |
| Clk root buf | clkbuf_8 |
| Drt via density | about 4.6 |
| Met3 wire len | 99 um |
| Number of CTS-inserted buffers | 5 |
| Async S/R FF share, synth | 0 |
| Fin cells | roughly 400 |
| Worst Tran Pin Value | 796 ps |
| Total GRT Usage | 0.128 |
| Vias in the first global route | approximately 1600 |
| Kind of critical path | reg2reg |
| Global-route wire length before repair | 7.61 mm |
| Met2 WL | ~1.9 mm |
| Row cnt | 30 |
| CTS Buffer Depth | 2 |
| Layout cell share with drive strength beyond 1 | 0.0879 |
| Grt ovf | 0 |
| CTS tree | done |
| Worst-path clk slew | approximately 70 ps |
| Synth area leader | dfxtp_1 |
| Hold path start | cnt[31] |
| Post-Route M1 WL | 2.36 mm |
| Post-Synthesis Cells | 287 |
| Port buffer count | 16 |
| Number of enable flip-flop cells | 0 |
| Max Freq | 570 MHz |
| Number of distinct library cells after synthesis | 34 |
| Die area | 7340 um2 |
| Post-synth regs | 65 |
| Final Hold Fails | 0 |
| Dpl ws | 2580 ps |
| Worst Skew | 8.27 ps |
| Post-synth top cells | 65 x dfxtp_1, 24 x xor2_1, 23 x nand3_1 |
| Initial antenna violation count | 0 |
| Fin crit period | 1750 ps |
| Synth Seq Share | 0.465 |
| Placed instance count | between 300 and 400 |
| Most common cell in the netlist | dfxtp_1 |
| Cell area power density | 172 nW/um2 |
| Final-report setup violation count | 0 |
| Worst setup margin | 2550 ps |
| Vias | 1860 |
| Max Cap Viol | 0 |
| Top Layer Used | met4 |
| Count of pins over their slew limit | 0 |
| Routed length per instance | 10.8 um |
| Worst EP arrival | 1900 ps |
| Leakage | 1.23 nW |
-- critical path, cell delays in order, from the launching register on --
cell and delay (ps):
dfxtp_1 340, nor4_1 340, nand4_1 180, nor3_1 570
o32ai_1 180
-- cells by family after synthesis --
kind of cell / count (synthesis) / synth area share
AOI/OAI and AO/OA: 3 / 0.0107
xor gates and xnor gates: 43 / 0.135
adders and majority gates: 8 / 0.0358
buffers and inverters: 32 / 0.0684
DFF: 65 / 0.465
other: 1 / 0.00134
and+or+nand+nor: 135 / 0.284
-- metal layers --
metal	vias up	GRT usage
li1	988	-
met1	852	0.211
met2	16	0.191
met3	4	0.0195
met4	0	0.0121
met5	-	0
-- path summary, 6_finish.rpt --
| kind | endpoint | slack (ps) | depth (start not counted) |
|---|---|---|---|
| max | clkout | 2550 | 4 |
| min | cnt[31] | 470 | 1 |
| max reg2reg | clkout | 2550 | 4 |
| min reg2reg | cnt[31] | 470 | 1 |
-- cell type report --
| type | instances | area, um2 |
|---|---|---|
| clock buffers | 6 | 72.6 |
| repair buffers | 17 | 168 |
| multi-input cells | 205 | 1360 |
| inverters | 12 | 45.0 |
| well taps | 96 | 120 |
| fillers | 656 | 3710 |
| flip-flops and latches | 65 | 1300 |
| clock inverters | 2 | 10.0 |
-- metrics by stage --
stage | hold WS [ps] | util | cell area [um2]
floorplan | 432 | - | 2860
global placement | 465 | 0.441 | 3000
CTS | 483 | 0.453 | 3080
detailed placement | 469 | 0.441 | 3000
global route | 497 | 0.453 | 3080
finish | 471 | 0.453 | 3080
-- report_power, final --
part | switching, mW | internal, mW | total, mW
Clock | 0.111 | 0.112 | 0.223
Sequential | 0 | 0.306 | 0.306
Combinational | 0.000260 | 0 | 0.000261
Total | 0.111 | 0.418 | 0.529
-- placed cells by master (no fill, tap or decap), types with 2 or more instances in the layout --
cell type	instances
and3_1	2
nor4_2	2
clkinv_2	2
nor2_1	16
and4_2	2
nand3_1	23
nand4_1	9
nand2_1	19
ha_1	8
nand4b_1	2
and2_1	2
nand3_4	2
or2_1	9
dfxtp_1	65
xor2_1	24
nand3b_1	4
clkbuf_8	5
or2_2	7
conb_1	16
clkdlybuf4s50_1	16
and4_1	3
nor3_1	12
inv_1	12
xnor2_1	19
nor4_1	14
nor2b_1	2
Power is estimated from default activity; no workload was simulated.
